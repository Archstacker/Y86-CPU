==> design.v <==
module E(
    input   wire                clk,
    input   wire                rst,
    input   wire                E_bubble_i,
    input   wire[3:0]       D_icode_i,
    input   wire[3:0]       D_ifun_i,
    input   wire[31:0]         d_valA_i,
    input   wire[31:0]         d_valB_i,
    input   wire[31:0]         D_valC_i,
    input   wire[31:0]         D_valP_i,
    input   wire[3:0]       D_dstE_i,
    input   wire[3:0]       D_dstM_i,
    output  reg[3:0]        E_icode_o,
    output  reg[3:0]        E_ifun_o,
    output  reg[31:0]          E_valA_o,
    output  reg[31:0]          E_valB_o,
    output  reg[31:0]          E_valC_o,
    output  reg[31:0]          E_valP_o,
    output  reg[3:0]        E_dstE_o,
    output  reg[3:0]        E_dstM_o
);
    always @ (posedge clk) begin
        if( E_bubble_i==1'b1 ) begin
            E_icode_o   <=      4'H1;
            E_dstE_o    <=      4'HF;
            E_dstM_o    <=      4'HF;
        end
        else begin
            E_icode_o   <=      D_icode_i;
            E_ifun_o    <=      D_ifun_i;
            E_valA_o    <=      d_valA_i;
            E_valB_o    <=      d_valB_i;
            E_valC_o    <=      D_valC_i;
            E_valP_o    <=      D_valP_i;
            E_dstE_o    <=      D_dstE_i;
            E_dstM_o    <=      D_dstM_i;
        end
    end
endmodule
==> constraint.sdc <==
current_design E

set clk_period 1.0
set clk_io_pct 0.2

create_clock -name clk0 -period $clk_period [get_ports {clk}]

set non_clock_inputs [all_inputs -no_clocks]
set_input_delay [expr $clk_period * $clk_io_pct] -clock clk0 $non_clock_inputs
set_output_delay [expr $clk_period * $clk_io_pct] -clock clk0 [all_outputs]
==> run.sh <==
#!/bin/bash
# OpenROAD 26Q1-2900-gdf79404cd8, Yosys 0.63+post, stock flow scripts
make -C /OpenROAD-flow-scripts/flow DESIGN_CONFIG=/design/flow/config.mk WORK_HOME=/design/flow/orfs finish
==> config.mk <==
export PLATFORM = sky130hd
export DESIGN_NAME = E
export DESIGN_NICKNAME = E
export VERILOG_FILES = /design/flow/design.v
export SDC_FILE = /design/flow/constraint.sdc
export NUM_CORES = 4
export LEC_CHECK = 1
export CORE_AREA = 10 10 180 180
export DIE_AREA = 0 0 190 190
==> CHANGELOG.md <==
### Changed

- Status: finished with violations
- Violations in the final reports: setup timing
- Relative area change from synthesis to final layout: 80.7%
- Combined area of all synthesized cells: 0.00430 mm^2
- Drt initial violations: 69
- Net load switching power: 2.91 mW
- DIE HEIGHT: 190 um
- Cell count after synthesis: 158
- Final design utilization: 27.1%
- Yosys stat cell total: 158
- Classification of the worst setup path: reg2out
- Worst setup slack after placement: -0.645 ns
- Detailed-route wire length: 15600 um
- Final number of setup-violating endpoints: 144
- Congestion Overflow GR: 0
- Filler Cells Inserted: 2939
- Routed length per placed instance: 17.8 um
- Sequential share of power: 47.7%
- Floorplan row count: 62
- Total routing resource utilization after global routing: 8.54%
- Logic pwr share: 8.1%
- Number of flip-flops and latches in the synthesized netlist: 144
- Number of instances in the placed design: 841
- Slew margin rel.: 86.0%
- Share of power burned in the clock network: 44.2%
- Deepest clock path buffer count: 2
- Final std cell area, no fill: 0.00777 mm^2
- Type of the most critical hold path: in2reg
- DRC: 0
- Final period utilization: 116%
- Largest delay contributor family on the critical path: flip-flops
- Final antenna diode count: 0
- OpenROAD warning count: 29
- Critical path data required time: 0.80 ns
- Clock transition at the registers of the reported paths: 0.06 ns
- Arr. time, crit path: 0.96 ns
- Type of element capturing the critical path: primary output
- Fmax: 862 MHz
- Core Region: 0.0286 mm^2
- Cell Pwr Density: 1940 mW/mm^2
- Power consumption: 15.0 mW
- P_int: 12.1 mW
- Largest stage delay on the critical path: 0.41 ns
- Final period demand of the worst path: 1.16 ns
- Fraction of final layout cells with drive strength greater than 1: 39.4%
- HPWL reported at the end of detailed placement: 12700 um
- Hold slack: 0.337 ns
- Weighted congestion at the end of routability-driven global placement: 0.755
- Antenna violations before repair: 1
- Number of sinks driven by the clock tree: 144
- First-pass DRT Iterations: 4
- X dimension of the die: 190 um
- Top area contributor share: 92.1%
- Crit Path Max Fanout: 1
- Post-DRT Antenna Nets: 0
- Cell Chain, Critical Path: buf_2
- Fraction of the yosys area taken by sequential cells: 97.7%
- Total CTS buffers: 17
- Count of max-cap constraint violations: 0
- # port buffers: 289
- Leakage power figure: 2.96 nW
- Yosys warning total: 1
- Final-layout setup total negative slack: -12.09 ns
- H-tree depth: 4
- Post-synthesis cell type count: 6
- Proportion of total power due to net switching: 19.4%
- Root Driver: sky130_fd_sc_hd__clkbuf_16
- Vias in the first global route: 3043
- Largest vdd supply drop: 0.780 mV
- Top library cells by usage in the layout, fill and taps aside: 144 x sky130_fd_sc_hd__clkdlybuf4s50_1, 144 x sky130_fd_sc_hd__buf_2, 132 x sky130_fd_sc_hd__edfxtp_1
- Final Hold Violation Tally: 0
- Routed vias: 2736
- Number of standard cells in the final layout excluding fillers: 877
- Leading area contributor after synthesis: sky130_fd_sc_hd__edfxtp_1
- Synthesized area divided by synthesized cell count: 27.2 um^2
- Largest net degree at the start of global routing: 38
- Die footprint: 0.0361 mm^2
- Final-report max-slew violation count: 0
- TritonCTS clock tree: yes
- Largest cells by area after synthesis: sky130_fd_sc_hd__edfxtp_1 92%, sky130_fd_sc_hd__dfxtp_1 5.6%, sky130_fd_sc_hd__or2_1 1.3%
- Routed vias/inst: 3.12
- Wire length of the first global-routing pass: 21800 um
- Count of hold buffers inserted by post-cts repair: 0
- Post-place instance area: 0.00779 mm^2
- Number of buffers and inverters on the critical path: 1
- Slowest library cell on the worst path: sky130_fd_sc_hd__edfxtp_1
- Pre-placement core utilization: 15.0%
- RSZ-0062 raised after global routing: yes
- Boundary pin count: 291
- Kind of start point of the critical path: flop
- Slew of the pin with the lowest slew margin: 0.211 ns
- Least setup slack across all paths after layout: -0.160 ns
- Chip Area, Yosys: 0.00430 mm^2
-- worst paths after layout --
kind                  cells past startpoint          from      endpoint  slack [ns]
worst min-delay path                      1  d_valB_i[16]  E_valB_o[16]        0.34
worst max-delay path                      1  E_valB_o[23]  E_valB_o[23]       -0.16
-- cell usage after synthesis --
| master | number |
|---|---|
| sky130_fd_sc_hd__edfxtp_1 | 132 |
| sky130_fd_sc_hd__inv_1 | 1 |
| sky130_fd_sc_hd__dfxtp_1 | 12 |
| sky130_fd_sc_hd__buf_6 | 1 |
| sky130_fd_sc_hd__or2_1 | 9 |
| sky130_fd_sc_hd__and2b_2 | 3 |
-- sequential cells by signal, indices dropped and copies added, names as in the netlist --
register,cells
E_valP_o,32
E_valA_o,32
E_dstE_o,4
E_dstM_o,4
E_valC_o,32
E_icode_o,4
E_valB_o,32
E_ifun_o,4
-- cell families after synthesis --
group | count (synthesis) | share of synthesized area [%]
flops | 144 | 97.7
buf+inv | 2 | 0.349
simple gates | 12 | 1.92
-- power by group through the flow --
stage         logic, mW  clock network [mW]  registers, mW
CTS                1.27                6.90           7.20
global route       1.34                7.19           7.23
finish             1.21                6.65           7.18
-- what timing repair did --
action,in CTS,in global routing
buffers inserted,2,0
setup endpoints to repair,275,181
resized,492,1
cloned,2,0
endpoints found under the hold margin,0,0
-- per-layer routing --
layer	GRT usage [%]	share of wire [%]
met5	0	0.045
met4	0.885	0.87
met3	5.62	14
met2	13.4	48
met1	9.97	37
-- final cells by class --
class	count	area, um^2	area share (%)
Multi-Input combinational cell	12	82.6	1.06
Tap cell	384	480	6.18
Sequential cell	144	4210	54.1
Clock inverter	12	183	2.35
Clock buffer	20	437	5.62
Timing Repair Buffer	304	2370	30.5
Inverter	1	7.51	0.0966
Power figures rest on the tool's default switching activity, not on a simulated workload.
