## flow/design.v

```verilog
module f(
    input   wire                rst,
    input   wire[31:0]         f_pc_i,
    input   wire[47:0]      inst_i,
    output  reg[3:0]        f_icode_o,
    output  reg[3:0]        f_ifun_o,
    output  reg[3:0]        f_rA_o,
    output  reg[3:0]        f_rB_o,
    output  reg[31:0]          f_valC_o,
    output  reg[31:0]          f_valP_o,
    output  reg[3:0]        f_dstE_o,
    output  reg[3:0]        f_dstM_o
);
    always @ (*) begin
            f_icode_o   <=      4'h0;
            f_ifun_o    <=      4'h0;
            f_rA_o      <=      4'HF;
            f_rB_o      <=      4'HF;
            f_valC_o    <=      4'h0;
            f_valP_o    <=      4'h0;
            f_dstE_o    <=      4'HF;
            f_dstM_o    <=      4'HF;
        if (rst == 1'b0) begin
            f_icode_o   <=      inst_i[47:44];
            f_ifun_o    <=      inst_i[43:40];
            case ( f_icode_o )
                4'H0:     begin
                    f_valP_o    <=      f_pc_i+4'h1;
                end
                4'H1:      begin
                    f_valP_o    <=      f_pc_i+4'h1;
                end
                4'H2:   begin
                    f_rA_o      <=      inst_i[39:36];
                    f_rB_o      <=      inst_i[35:32];
                    f_valP_o    <=      f_pc_i+4'h2;
                    f_dstE_o    <=      inst_i[35:32];
                end
                4'H3:   begin
                    f_rA_o      <=      inst_i[39:36];
                    f_rB_o      <=      inst_i[35:32];
                    f_valC_o    <=      {inst_i[7:0],inst_i[15:8],inst_i[23:16],inst_i[31:24]};
                    f_valP_o    <=      f_pc_i+4'h6;
                    f_dstE_o    <=      inst_i[35:32];
                end
                4'H4:   begin
                    f_rA_o      <=      inst_i[39:36];
                    f_rB_o      <=      inst_i[35:32];
                    f_valC_o    <=      {inst_i[7:0],inst_i[15:8],inst_i[23:16],inst_i[31:24]};
                    f_valP_o    <=      f_pc_i+4'h6;
                end
                4'H5:   begin
                    f_rA_o      <=      inst_i[39:36];
                    f_rB_o      <=      inst_i[35:32];
                    f_valC_o    <=      {inst_i[7:0],inst_i[15:8],inst_i[23:16],inst_i[31:24]};
                    f_valP_o    <=      f_pc_i+4'h6;
                    f_dstM_o    <=      inst_i[39:36];
                end
                4'H6:      begin
                    f_rA_o      <=      inst_i[39:36];
                    f_rB_o      <=      inst_i[35:32];
                    f_valP_o    <=      f_pc_i+4'h2;
                    f_dstE_o    <=      inst_i[35:32];
                end
                4'H7:      begin
                    f_valC_o    <=      {inst_i[15:8],inst_i[23:16],inst_i[31:24],inst_i[39:32]};
                    f_valP_o    <=      f_pc_i+4'h5;
                end
                4'H8:     begin
                    f_rA_o      <=      4'H4;
                    f_rB_o      <=      4'H4;
                    f_valC_o    <=      {inst_i[15:8],inst_i[23:16],inst_i[31:24],inst_i[39:32]};
                    f_valP_o    <=      f_pc_i+4'h5;
                    f_dstE_o    <=      4'H4;
                end
                4'H9:      begin
                    f_rA_o      <=      4'H4;
                    f_rB_o      <=      4'H4;
                    f_valP_o    <=      f_pc_i+4'h1;
                    f_dstE_o    <=      4'H4;
                end
                4'HA:    begin
                    f_rA_o      <=      inst_i[39:36];
                    f_rB_o      <=      4'H4;
                    f_valP_o    <=      f_pc_i+4'h2;
                    f_dstE_o    <=      4'H4;
                end
                4'HB:     begin
                    f_rA_o      <=      4'H4;
                    f_rB_o      <=      4'H4;
                    f_valP_o    <=      f_pc_i+4'h2;
                    f_dstE_o    <=      4'H4;
                    f_dstM_o    <=      inst_i[39:36];
                end
            endcase
        end
    end
endmodule
```

## flow/run.sh

```bash
#!/bin/bash
# OpenROAD 26Q1-2900-gdf79404cd8, Yosys 0.63+post, stock flow scripts
make -C /OpenROAD-flow-scripts/flow DESIGN_CONFIG=/design/flow/config.mk WORK_HOME=/design/flow/orfs finish
```

## flow/config.mk

```make
export PLATFORM = sky130hd
export DESIGN_NAME = f
export DESIGN_NICKNAME = f
export VERILOG_FILES = /design/flow/design.v
export SDC_FILE = /design/flow/constraint.sdc
export NUM_CORES = 4
export LEC_CHECK = 1
export CORE_AREA = 10 10 114 114
export DIE_AREA = 0 0 124 124
```

## flow/constraint.sdc

```tcl
current_design f

set clk_period 7.9
set clk_io_pct 0.2

create_clock -name clk0 -period $clk_period

set non_clock_inputs [all_inputs -no_clocks]
set_input_delay [expr $clk_period * $clk_io_pct] -clock clk0 $non_clock_inputs
set_output_delay [expr $clk_period * $clk_io_pct] -clock clk0 [all_outputs]
```

==> results_tabular.tex <==
% Auto-generated results table
\begin{tabular}{lr}
\hline
Metric & Value \\
\hline
\multicolumn{2}{l}{\textbf{Die}} \\
Number of placed I/O pins & $\sim$170 \\
Floorplan-stage core utilization & 0.204 \\
Die area & 15400 um\^{}2 \\
Row Count & 37 \\
Chip height & about 120 um \\
Die W & 124 um \\
Core Footprint & 10400 um\^{}2 \\
\multicolumn{2}{l}{\textbf{CTS}} \\
Number of buffers added for setup after CTS & 0 \\
CTS hold repair buffers & 0 \\
CTS resizes & 0 \\
\multicolumn{2}{l}{\textbf{Flow run}} \\
Tally of OpenROAD warnings & 32 \\
Max-Cap Viols & 0 \\
\multicolumn{2}{l}{\textbf{Place}} \\
\# port buffers & 169 \\
Placed wire-length estimate after detailed placement & 10.7 mm \\
Placer Congestion & 0.984 \\
\multicolumn{2}{l}{\textbf{Route}} \\
Count of antenna diodes in the layout & 0 \\
Remaining antenna violation count after routing & 0 \\
Number of design-rule violations left by the first detailed-router iteration & 250 \\
\# DRC & 0 \\
Routed len/inst & between 20 and 25 um \\
1st-pass router iterations & 5 \\
Ratio of routed vias to standard cells & 5.49 \\
Wire length after detailed routing & 12.8 mm \\
Total number of vias & roughly 3.5k \\
\multicolumn{2}{l}{\textbf{Min path}} \\
Hold Crit Depth & 3 \\
Hold WC Path Type & in2out \\
Hold\_sp & inst\_i[41] \\
Worst-case hold path end point & f\_ifun\_o[1] \\
\multicolumn{2}{l}{\textbf{Critical path}} \\
Maximum fanout along the worst path & 22 \\
Cell type group with the largest total delay on the critical path & buffers and inverters \\
Critical Path Max Stage Delay & 0.91 ns \\
Worst Setup Start Kind & input port \\
Critical-path cell with the highest stage delay & clkdlybuf4s50\_1 \\
CP Buf/Inv Count & 3 \\
Arrival time at the worst endpoint & 5.19 ns \\
Data required time of the critical path & about 6.3 ns \\
Crit-path cells & clkdlybuf4s50\_1 -> nand2\_1 -> o21a\_1 -> nand2\_1 -> inv\_1 -> fa\_1 -> and3b\_1 -> nand2b\_1 -> o22ai\_2 -> or4b\_1 -> nand3\_1 -> clkdlybuf4s50\_1 \\
Critical Path Sink Type & primary output \\
Category of the most critical setup path & in2out \\
CP Depth & 12 \\
\multicolumn{2}{l}{\textbf{Timing}} \\
Shortest clock period the worst path allows after layout & 6.77 ns \\
Final setup TNS & 0 ns \\
Post-route worst hold slack & 4.07 ns \\
Worst-Margin Slew & 0.751 ns \\
Maximum clock frequency & 148 MHz \\
Final number of setup-violating endpoints & 0 \\
Setup repair after global routing missed its margin & false \\
Ratio of final minimum period to clock period & 0.857 \\
Number of pins with negative max-slew slack in the final report & 0 \\
Number of endpoints with negative hold slack in the final report & 0 \\
Worst rel slew slack & 0.499 \\
\multicolumn{2}{l}{\textbf{Global routing}} \\
Remaining global-route overflow & 0 \\
Pin count of the biggest net entering global routing & 33 \\
Initial antenna violation count & 0 \\
Via count of the first global-routing pass & 3363 \\
Wire length of the first global-routing pass & approximately 19 mm \\
GRT Util Overall & 0.150 \\
\multicolumn{2}{l}{\textbf{Synth}} \\
Post-Syn Instances & around 350 \\
Cell area after technology mapping & 2120 um\^{}2 \\
Count of unique library cells instantiated by Yosys & 51 \\
Sequential fraction of the synthesis area & 0 \\
Chip area in the Yosys report & 2120 um\^{}2 \\
Top-area cell share & 0.140 \\
Main area contributors & a22o\_1 14\%, nor2\_1 7.4\%, a21oi\_1 5.7\% \\
Cell taking the most area after synthesis & a22o\_1 \\
Yosys stat cell total & 348 \\
Mapped Avg Cell Area & 6.10 um\^{}2 \\
Synthesis warning total & 1 \\
\multicolumn{2}{l}{\textbf{Final layout}} \\
Footprint of the multi-input gates & 1970 um\^{}2 \\
Proportion of layout cells with a drive suffix above 1 & 0.0404 \\
Count of clock buffers in the final design & 0 \\
Area of all sequential standard cells & 0 um\^{}2 \\
Layout sequential cell count & 0 \\
Area added between synthesis and finish & 84.5\% \\
\# fillers & between 1k and 1.5k \\
\multicolumn{2}{l}{\textbf{Power and ir drop}} \\
Highest ir drop seen on vdd & 0.0275 mV \\
Leakage power summed over all cells & 1.31 nW \\
Power density relative to cell area & 48.8 nW/um\^{}2 \\
\multicolumn{2}{l}{\textbf{Run status}} \\
Status & finished clean \\
\hline
\end{tabular}
## stage by stage
step	total power [mW]	setup slack (ns)	instances	cell area [um^2]	utilization
2_1_floorplan	0.0693	2.30	348	2120	-
4_1_cts	0.193	1.14	631	3920	0.376
5_1_grt	0.209	0.897	631	3920	0.376
3_5_place_dp	0.192	1.16	631	3920	0.376
6_report	0.191	1.13	631	3920	0.376
3_3_place_gp	0.192	1.27	631	3920	0.376
## tightest hold or removal path: cells and delay by family
family | cells | cell delay (ns)
buffers and inverters | 2 | 0.79
and+or+nand+nor | 1 | 0.12
## power by group
group | total [mW] | internal [mW] | switching, mW
Combinational | 0.191 | 0.106 | 0.0851
Clock | 0 | 0 | 0
Sequential | 0 | 0 | 0
Total | 0.191 | 0.106 | 0.0851
## routing by layer
| layer | GRT usage | vias to the layer above | routed length, um |
|---|---|---|---|
| met1 | 0.190 | 1580 | 5110 |
| met5 | 0 | - | 0 |
| met3 | 0.0340 | 10 | 1530 |
| met4 | 0.0144 | 0 | 130 |
| li1 | - | 1671 | - |
| met2 | 0.264 | 206 | 5990 |
## worst max path at each step
stage               from            to  slack [ns]
finish        inst_i[47]  f_valP_o[25]        1.13
CTS           inst_i[47]  f_valP_o[11]        1.14
global route  inst_i[45]  f_valP_o[18]        0.90
## Yosys cell counts (11+ instances only)
library cell,instances
nor2_1,42
a22o_1,34
a21oi_1,24
nand2_1,24
nand3_1,17
o21ai_0,17
clkbuf_1,15
a31oi_1,14
nand4_1,12
inv_1,11
## placed cells by master, fill, tap and decap left out, types with 11 or more instances in the layout
cell               n
a31oi_1           14
clkdlybuf4s50_1  169
nand2_1           24
o21ai_0           17
nor2_1            41
nand3_1           17
a22o_1            34
nand4_1           12
a21oi_1           24
inv_1             11
## cells by family (layout without fill, tap and decap cells)
logic type      count (synthesis)  after routing  share of synthesized area
buf+inv                        39            186                     0.0742
mux                             1              1                    0.00530
fa+ha+maj                       4              4                     0.0271
compound gates                144            144                      0.484
xor+xnor                        3              3                     0.0124
simple gates                  157            157                      0.397
## area by class of cell
cell class / instances / share of cell area
well taps: 136 / 0.0434
multi-input cells: 309 / 0.504
repair buffers: 174 / 0.441
inverters: 12 / 0.0115
Power is estimated from default activity; no workload was simulated.
