<file path="config.mk">
export PLATFORM = sky130hd
export DESIGN_NAME = regfile
export DESIGN_NICKNAME = regfile
export VERILOG_FILES = /design/flow/design.v
export SDC_FILE = /design/flow/constraint.sdc
export NUM_CORES = 4
export LEC_CHECK = 1
export CORE_UTILIZATION = 40
</file>
<file path="run.sh">
#!/bin/bash
# OpenROAD 26Q1-2900-gdf79404cd8, Yosys 0.63+post, stock flow scripts
make -C /OpenROAD-flow-scripts/flow DESIGN_CONFIG=/design/flow/config.mk WORK_HOME=/design/flow/orfs finish
</file>
<file path="constraint.sdc">
current_design regfile

set clk_period 10.1
set clk_io_pct 0.2

create_clock -name clk0 -period $clk_period [get_ports {clk}]

set non_clock_inputs [all_inputs -no_clocks]
set_input_delay [expr $clk_period * $clk_io_pct] -clock clk0 $non_clock_inputs
set_output_delay [expr $clk_period * $clk_io_pct] -clock clk0 [all_outputs]
</file>
<file path="design.v">
module regfile(
	input	wire                clk,
	input	wire                rst,
	input	wire[3:0]	    srcA,
	input	wire[3:0]	    srcB,
	input	wire[3:0]	    dstE,
	input	wire[3:0]	    dstM,
        input	wire[31:0]         valE,
	input	wire[31:0]         valM,
	output	reg[31:0]          valA,
	output	reg[31:0]          valB
);
	reg[31:0]	regs[0:8-1];
	initial regs[0] <=      32'H00000000;
	initial regs[1] <=      32'H00000000;
	initial regs[2] <=      32'H00000000;
	initial regs[3] <=      32'H00000000;
	initial regs[4] <=      32'H00000000;
	initial regs[5] <=      32'H00000000;
	initial regs[6] <=      32'H00000000;
	initial regs[7] <=      32'H00000000;
	always @ (posedge clk) begin
		if(dstE != 4'HF) begin
			regs[dstE] <=   valE;
		end
		if(dstM != 4'HF) begin
			regs[dstM] <=   valM;
		end
	end
	always @ (*) begin
		if(srcA != 4'HF) begin
			valA <=     regs[srcA];
		end
	end
	always @ (*) begin
		if(srcB != 4'HF) begin
			valB <=     regs[srcB];
		end
	end
endmodule
</file>
==> flow_summary.toml <==
# yosys + openroad results
[grt]
track_usage_pct = 22.96
grt_first_pass_wirelength_um = 62120
grt_pass1_vias = 9650
grt_overflow = 0
grt_start_max_net_pins = 38
antenna_found_initial = 3

[logic_synthesis]
flop_cell = "edfxtp_1"
yosysUniqueCellTypes = 27
syn_inst = 855
async_flop_share_pct = 0
edf_count = 256
yosysCellCount = 855
yosysChipArea_um2 = 15840
syn_area_per_cell_um2 = 18.52
yosysWarnings = 1
synth_area_um2 = 15840
ys_ff = 320

[sta]
finalCritPeriodShare_pct = 38.61
unclocked_pins = 64
rsz0062_at_grt = "no"
setup_violations = 0
relSlewSlack_pct = 49.96
post-route-min-period_ps = 3899
hold_violations = 0
worstMarginPinSlew_ps = 750.7
tns_ps = 0
hold_slack_ps = 2306
untimed_endpoints = 128
max_freq_mhz = 256.5
setup_ws_ps = 6201
drv_slew = 0

[cells_and_area]
syn2layout_area_growth_pct = 18.03
layout-drive-gt1-share_pct = 35.66
fill_cells = 3270
fin_area_um2 = 18690

[power_and_ir_drop]
vdd_drop_max_v = 0.0001408
p_seq_share_pct = 48.0
power_leakage_nw = 6.360
power_switching_share_pct = 23.56
p_switching_w = 0.0006792
power_w = 0.002883
internal-power_w = 0.002204
clockPowerShare_pct = 35.8
p_per_area_nw_per_um2 = 154.2
comb_power_share_pct = 16.2

[setup_path]
crit_fanout = 32
crit_required_ps = 10280
setup.worst_path.end_class = "register"
path_class = "in2reg"
start_kind = "input pin"
crit_arrival_ps = 4080

[cts]
hold_buffers = 0
ctsResizeCount = 0
cts_tree = "done"
cts_max_path_buffers = 3
h-tree-depth = 1
cts_setup_buffers = 0
clock-root-buffer = "clkbuf_16"
path_clk_slew_ps = 60
cts_buffers = 30

[die]
core_um2 = 38830
num_rows = 72
die_w_um = 201.0
die_y_um = 201.0
fp_util_pct = 40.79
die_area_um2 = 40390
ios = 146

[placed_design]
portBuffers = 144
place_ws_ps = 5605
post-dp-hpwl_um = 21660
place_area_um2 = 17750
gp_congestion = 0.7684

[hold_path]
min_path_type = "in2reg"

[job]
maxCapViolCount = 0
warning_count = 26

[drt]
drtPass1Iterations = 6
viasPerCell = 5.685
drt-initial-drc-count = 458
wl_per_cell_um = 27.41
routed_wl_um = 42130
vias = 8738
route.detailed.drc = 0
ant_nets = 0

[outcome]
status = "finished, final reports clean"
[per-layer routing]
metal	routed length (um)	global-route usage, %	vias to the layer above
met5	31	0	-
met4	608	2.781	4
met3	4542	10.57	51
met2	20130	34.74	422
met1	16820	33.75	4414
li1	-	-	3847
[area by class of cell]
class / instances / area [um^2] / area share [%]
Sequential cell: 320 / 8648 / 46.27
Multi-Input combinational cell: 470 / 6833 / 36.56
Timing Repair Buffer: 170 / 1617 / 8.648
Clock buffer: 35 / 769.5 / 4.117
Tap cell: 518 / 648.1 / 3.467
Clock inverter: 21 / 166.4 / 0.8903
Inverter: 2 / 7.507 / 0.04016
Antenna cell: 1 / 2.502 / 0.01339
[stage by stage]
step | utilization (%) | instances
floorplan | - | 855
global placement | 45.72 | 1480
detailed placement | 45.72 | 1480
CTS | 48.13 | 1536
global route | 48.13 | 1536
finish | 48.14 | 1537
[synth_stat cells, types with 2 or more instances]
master / number / area share (%)
buf_12: 4 / 0.51
buf_2: 33 / 1.0
dlxtp_1: 64 / 6.1
nand3b_1: 4 / 0.19
mux4_2: 100 / 14
a21o_1: 2 / 0.095
buf_4: 6 / 0.28
inv_1: 2 / 0.047
clkbuf_1: 11 / 0.26
nand4_1: 2 / 0.079
mux2_1: 146 / 10
mux4_1: 27 / 4.5
buf_6: 8 / 0.57
edfxtp_1: 256 / 49
nor3b_2: 3 / 0.24
nand2_1: 2 / 0.047
mux2_2: 174 / 12
o21ai_0: 2 / 0.063
[worst max-delay path: stages]
cell	delay [ps]
clkdlybuf4s50_1	740
nor3b_4	270
buf_4	300
o21bai_4	170
buf_4	540
[power groups by stage]
stage	registers, W	logic [W]	clock network [W]
after CTS	0.00138	0.000476	0.00105
after global routing	0.00140	0.000505	0.00109
final	0.00138	0.000468	0.00103
[cells in the final DEF, fill, tap and decap left out, types with 3 or more instances in the layout]
master / synthesis / routed
dlxtp_1: 64 / 64
mux4_1: 27 / 27
clkinv_2: 0 / 9
edfxtp_1: 256 / 256
mux2_2: 174 / 174
buf_4: 6 / 30
clkbuf_1: 11 / 5
nand3b_1: 4 / 4
clkdlybuf4s50_1: 0 / 138
mux2_1: 146 / 146
mux4_2: 100 / 100
clkinv_1: 0 / 7
clkbuf_16: 0 / 30
nor3b_4: 0 / 3
[cell families (layout without fill, tap and decap cells)]
logic type             count (synthesis)  after routing  synth area share, %
flip-flops                           256            256                48.54
latches                               64             64                6.068
AND/OR/NAND/NOR                       15             15               0.7348
multiplexers                         448            448                41.61
buffers and inverters                 65            228                2.734
other                                  0              1                    0
AND-OR/OR-AND                          7              7               0.3082
[state kept, by name, summed over array words and instances, names as in the netlist]
| name | cells |
|---|---|
| regs | 256 |
| valA | 32 |
| valB | 32 |
[final timing paths]
path / from / end / slack [ps] / cells after the start
setup / recovery: dstM[1] / regs[2][14]$_DFFE_PP_ / 6200 / 5
hold / removal: valE[29] / regs[4][29]$_DFFE_PP_ / 2310 / 2
